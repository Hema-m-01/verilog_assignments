===== /design/flow/design.v =====
module add_sub4bit(output [3:0]s,output cout,input [3:0]a,b,input ctrl);
wire [2:0]c;
wire [3:0]i;
xor x1(i[0],b[0],ctrl),
		x2(i[1],b[1],ctrl),
		x3(i[2],b[2],ctrl),
		x4(i[3],b[3],ctrl);
fa f1(s[0],c[0],a[0],i[0],ctrl);
fa f2(s[1],c[1],a[1],i[1],c[0]);
fa f3(s[2],c[2],a[2],i[2],c[1]);
fa f4(s[3],cout,a[3],i[3],c[2]);
endmodule
module fa(output sum,carry,input a,b,c);
assign sum=(a^b)^c,
	carry=(a&b)|(b&c)|(c&a);
endmodule

===== /design/flow/run.sh =====
#!/bin/bash
# OpenROAD 26Q1-2900-gdf79404cd8, Yosys 0.63+post, stock flow scripts
make -C /OpenROAD-flow-scripts/flow DESIGN_CONFIG=/design/flow/config.mk WORK_HOME=/design/flow/orfs finish

===== /design/flow/config.mk =====
export PLATFORM = sky130hd
export DESIGN_NAME = add_sub4bit
export DESIGN_NICKNAME = add_sub4bit
export VERILOG_FILES = /design/flow/design.v
export SDC_FILE = /design/flow/constraint.sdc
export NUM_CORES = 4
export LEC_CHECK = 1
export CORE_AREA = 10 10 70 70
export DIE_AREA = 0 0 80 80

===== /design/flow/constraint.sdc =====
current_design add_sub4bit

set clk_period 2.9
set clk_io_pct 0.2

create_clock -name clk0 -period $clk_period

set non_clock_inputs [all_inputs -no_clocks]
set_input_delay [expr $clk_period * $clk_io_pct] -clock clk0 $non_clock_inputs
set_output_delay [expr $clk_period * $clk_io_pct] -clock clk0 [all_outputs]

==> results_slide.txt <==
Run Summary

Clocking
  • Post-CTS Hold Buffers: 0
  • Post-CTS setup buffer count: 0

Synthesis
  • Mux cell area share: 0.0744
  • Sequential element share of the synthesized area: 0
  • Yosys stat chip area: 151 um2
  • Top non-seq family: adder cells
  • Cells after Synth: 16
  • Avg Inst Size Synth: 9.46 um2
  • Yosys warning count: 0
  • Fa+ha+maj area frac: 0.397
  • Ao+oa area frac: 0
  • # Cells Yosys: 16
  • Distinct lib cells: 6
  • Yosys simple share: 0
  • XOR/XNOR Area Share: 0.231
  • Area of the mapped netlist: 151 um2

STA
  • Fin. Hold Viols: 0
  • Max Transition Viols Final: 0
  • Final setup fails: 0
  • Worst relative slew slack: 0.855
  • RSZ-0062 raised after global routing: no
  • Tmin final: 2800 ps
  • Max Freq: 357 MHz
  • Hold WS: 1830 ps
  • Final period utilization: 0.967
  • Worst-margin pin slew: 216 ps

Power and ir drop
  • Clock share of power: 0
  • Flop pwr share: 0
  • Internal power: 0.0000374 W
  • Switch Pwr: 0.0000218 W
  • Switching share of power: 0.368
  • Leakage: 0.140 nW
  • VDD IR max: 50.5 uV
  • Power, Total: 0.0000592 W
  • Logic pwr share: 1.000
  • P per Cell Area: 177 nW/um2

Placed design
  • Buffers added on ports: 14
  • GP Congestion: 0.745
  • DP Wirelength: 591 um
  • Placed Area: 342 um2

Cells and area
  • Post-route design area: 334 um2
  • Fillcell total: 410
  • Layout cell share with drive strength beyond 1: 0.414
  • Seq cells: 0
  • Layout Utilization: 0.0978
  • Sequential cell area: 0 um2
  • Area Overhead vs Synth: 121%
  • Layout clock buffer count: 0

Floorplanning
  • Placeable Area: 3420 um2
  • Die X-Extent: 80 um
  • Rows: 21
  • Die height: 80 um
  • Die ar.: 6400 um2
  • Ports: 14
  • Initial Utilization: 0.0443

Flow run
  • Tool warnings: 36
  • Max Cap Viol: 0

Global route
  • Gr usage total: 0.0192
  • Total grt overflow: 0
  • Initial antenna violation count: 0
  • Maximum number of pins on one net before global-route repair: 4
  • Number of global-route vias before repair: 171
  • First-pass GRT wire length: 952 um

Setup path
  • CP Class: primary input to output pin
  • CP most frequent cell: fa_2
  • Worst Setup End Kind: output pin
  • CP Max Fanout: 1
  • CP Cell Sequence: dlygate4sd2_1 -> xor2_2 -> fa_2 -> inv_2 -> fa_2 -> inv_1 -> fa_1 -> buf_2
  • Critical-path top delay cell: fa_1
  • Critical path arrival: 2220 ps
  • Startpoint types: primary input
  • Worst path max stage delay: 470 ps
  • Worst EP required: 2320 ps

Drt
  • DR iter-0 viols: 2
  • Vias per cell: 1.81
  • Avg WL per Cell: 7.92 um
  • Via count: 136
  • Residual DRC: 0
  • Total wire length: 594 um
  • Ant diodes: 0
  • ANT nets after route: 0
  • First drt pass iteration count: 2

Status
  • Outcome: completed

Hold path
  • Hold Crit Endpoint: s[0]
  • Hold Startpoint: a[0]
  • Hold path depth: 4
  • Worst hold path type: primary input to output pin
[placed cells by master (no fill, tap or decap), drive strengths merged]
cell,count
clkdlybuf4s50,6
inv,4
mux2,1
buf,4
dlygate4sd2,3
clkdlybuf4s15,1
fa,3
xor2,3
clkbuf,3
xnor2,1
[kinds of logic (layout without fill, tap and decap cells)]
kind of cell	after synthesis	count (layout)
buf+inv	8	21
xor+xnor	4	4
fa+ha+maj	3	3
mux	1	1
[power groups by stage]
stage	logic, W	clock network, W	registers, W
4_1_cts	0.0000601	0	0
5_1_grt	0.0000680	0	0
6_report	0.0000592	0	0
[cell usage after synthesis (all sizes together)]
cell   n  area [um2]
fa     3        60.1
mux2   1        11.3
buf    4        30.0
inv    4        15.0
xor2   3        26.3
xnor2  1        8.76
[stage by stage]
stage | instances | worst slack (ps) | TNS, ps
finish | 75 | 95.6 | 0
detailed placement | 75 | -704 | -1750
global placement | 75 | -682 | -1660
CTS | 75 | -47.3 | -57.8
floorplan | 16 | 269 | 0
global route | 75 | 38.4 | 0
[worst max-delay path by stage]
stage / start / end
CTS: b[0] / cout
global route: b[1] / s[3]
finish: b[1] / s[3]
[what timing repair did]
action | 4_1_cts | 5_1_grt
gates resized | 16 | 7
pin swaps | 2 | 2
setup endpoints to repair | 4 | 2
[per-layer routing]
layer | up-vias | wire length [um] | global-route usage
met5 | - | 0 | 0
met4 | 0 | 0 | 0
met3 | 0 | 115 | 0.0148
met2 | 11 | 195 | 0.0273
met1 | 59 | 282 | 0.0240
li1 | 66 | - | -
[worst max-delay path: cells and delay by family]
family / cells / cell delay (ps)
fa+ha+maj: 3 / 990
buf+inv: 4 / 480
xor+xnor: 1 / 180
[area by class of cell]
| class | instances | area (um2) | area share |
|---|---|---|---|
| Tap cell | 46 | 57.6 | 0.172 |
| Timing Repair Buffer | 17 | 139 | 0.416 |
| Multi-Input combinational cell | 8 | 123 | 0.367 |
| Inverter | 4 | 15.0 | 0.0449 |
Power is estimated from default activity; no workload was simulated.
