[/design/flow/constraint.sdc]
current_design gray_counter

set clk_period 1.3
set clk_io_pct 0.2

create_clock -name clk0 -period $clk_period [get_ports {clk}]

set non_clock_inputs [all_inputs -no_clocks]
set_input_delay [expr $clk_period * $clk_io_pct] -clock clk0 $non_clock_inputs
set_output_delay [expr $clk_period * $clk_io_pct] -clock clk0 [all_outputs]
[/design/flow/config.mk]
export PLATFORM = sky130hd
export DESIGN_NAME = gray_counter
export DESIGN_NICKNAME = gray_counter
export VERILOG_FILES = /design/flow/design.v
export SDC_FILE = /design/flow/constraint.sdc
export NUM_CORES = 4
export LEC_CHECK = 1
export CORE_AREA = 10 10 70 70
export DIE_AREA = 0 0 80 80
[/design/flow/run.sh]
#!/bin/bash
# OpenROAD 26Q1-2900-gdf79404cd8, Yosys 0.63+post, stock flow scripts
make -C /OpenROAD-flow-scripts/flow DESIGN_CONFIG=/design/flow/config.mk WORK_HOME=/design/flow/orfs finish
[/design/flow/design.v]
module gray_counter(
				output reg[3:0]q,
				input clk,reset);
reg [3:0]Q;
always @(posedge clk)
begin
	if(reset)
	begin
		Q<=0;
		q<=0;
	end
	else
	begin
		Q<=Q+1;
		q<={Q[3],(Q[3]^Q[2]),(Q[2]^Q[1]),(Q[1]^Q[0])};
	end
end
endmodule
==> run summary <==
run metrics: Final Hold Fails 0, Overflow after GRT 0, Synth Seq Share 56.0%, Placed Area 350 sq um, die footprint 0.00640 sq mm, min-delay src Q[0], pwr/cell area 1220 mW/mm^2, Root Buffer clkbuf_4, hpwl dp 333 microns, worst r2r dst Q[3], CORE AREA 0.00342 sq mm, height of the die 80 microns, Critical path buffers and inverters 1, Seq cells post-synth 7, WL/cell 5.75 microns, setup bufs post-CTS 0, Log Warnings 25, maximum root-to-sink buffer count 2, CTS sink cnt 7, first-pass GRT wire length 745 microns, fin crit share 82.6%, status complete, no violations, Setup Viol. Count Final 0, H-tree lvl count 1, Final WS setup 0.227 ns, worst hold slack 0.446 ns, Distinct cells, synth 9, type of the most critical hold path flip-flop to flip-flop, Worst Setup End Kind output port, vias per cell 2.11, mean cell area of the mapped netlist 11.9 sq um, Layout Skew 0.00215 ns, initial antenna violation count 0, fin crit period 1.07 ns, area delta synth->final 52.5%, # DRC 0, WHS Endpoint Q[0], crit path max fanout 3, Netlist Area Pre-Place 250 sq um, critical path class flip-flop to output port, layout cell share with drive strength beyond 1 31.0%, RSZ-0062 raised after global routing no, WP data required 1.04 ns, yosys cell count 21, n_diodes 0, largest net degree at the start of global routing 8, CP max stage cell dfxtp_2, leakage 0.188 nW, clk slew on worst S/H paths 0.05 ns, Synth Instances 21, post-layout util 11.2%, Slew @ Worst Pin 0.223 ns, first drt pass iteration count 2, crit path from Q[1], Finished Cell Area 382 sq um, FF-to-FF path depth 3, count of pins over their slew limit 0, WP data arrival 0.81 ns, maxcap violations 0, Hold Path Stages 1, Site Rows 21, Worst path top cell family by delay flip-flops, drt initial violations 4, Core Util at FP 7.33%, final WL 431 microns, IO buf count 5, die x size 80 microns, slowest cell delay on critical path 0.32 ns, R2R Path Start Q[2], VDD IR max 0.000168 V, GRT Util Overall 1.53%, later-pin clock latency in the skew report 0.25 ns, CTS tree yes, CP Cell Sequence dlygate4sd2_1, I/O pin cnt 6, Worst setup SP type flip-flop, cts bufs inserted 3, via total after detailed routing 158, Slew HR 85.1%, maximum operating frequency 0.932 GHz, r2r setup slk 0.29 ns, yosys stat area 250 sq um, number of routed nets with antenna violations 0, vias in the first global route 171, pre-CTS setup slack -0.00312 ns, Placer Congestion 0.724, Ys Warns 1
==> layout by cell type (no fill, tap or decap), drive strengths merged <==
cell           netlist  final
mux2                 1      1
dlymetal6s2s         0      2
clkdlybuf4s50        0      1
and2b                2      2
nor2b                1      1
nor2                 4      4
nand2                1      1
xnor2                2      2
clkbuf               0      4
dlygate4sd2          0      2
ha                   2      2
dfxtp                7      7
==> stage by stage <==
step           power, mW  TNS (ns)  instances
3_5_place_dp       0.281  -0.00312         71
4_1_cts            0.480         0         75
5_1_grt            0.500         0         75
6_report           0.464         0         75
2_1_floorplan      0.259         0         21
3_3_place_gp       0.281         0         71
==> cell families (layout without fill, tap and decap cells) <==
kind of cell               after synthesis  count (layout)  share of synthesized area [%]
DFF                                      7               7                           56.0
buffers and inverters                    1               9                           3.00
muxes                                    1               1                           6.00
xor gates and xnor gates                 2               2                           7.00
and+or+nand+nor                          8               8                           18.0
adders and majority gates                2               2                           10.0
==> worst max-delay path by stage <==
| stage | slack (ns) | cells past startpoint | to |
|---|---|---|---|
| CTS | 0.02 | 1 | q[3] |
| global route | 0.18 | 1 | q[0] |
| finish | 0.23 | 1 | q[0] |
==> final cells by class <==
type                       instances  area, sq um
timing repair buffer               5         52.6
clock buffer                       4         26.3
fill                             399         3030
multi-input combinational         13          103
tap                               46         57.6
sequential                         7          143
==> report_power, final <==
part,leakage [nW],switching (mW),internal (mW)
combinational,0.115,0.0110,0.0229
sequential,0.0579,0.00780,0.229
clock,0.0150,0.0766,0.117
==> routing by layer <==
metal	vias up	global-route usage [%]	routed length, microns
met3	0	1.70	65
met4	0	0.352	0
li1	81	-	-
met2	7	2.25	191
met5	-	0	0
met1	70	1.41	174
==> timing repair <==
item,in CTS,in global routing
pin swaps,0,0
gates resized,4,2
hold buffers,0,0
setup endpoints to repair,2,2
==> cell usage after synthesis, drive strengths merged <==
cell   n  area [sq um]
nor2   4          15.0
and2b  2          17.5
dfxtp  7           140
buf    1          7.51
nor2b  1          8.76
mux2   1          15.0
nand2  1          3.75
ha     2          25.0
xnor2  2          17.5
==> state kept, by name (all words and copies together) (netlist names) <==
signal / flops
q: 3
Q: 4
Power is estimated from default activity; no workload was simulated.
