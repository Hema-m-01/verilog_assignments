### flow/config.mk
export PLATFORM = sky130hd
export DESIGN_NAME = nbit_updowncoun
export DESIGN_NICKNAME = nbit_updowncoun
export VERILOG_FILES = /design/flow/design.v
export SDC_FILE = /design/flow/constraint.sdc
export NUM_CORES = 4
export LEC_CHECK = 1
export CORE_AREA = 10 10 70 70
export DIE_AREA = 0 0 80 80
### flow/constraint.sdc
current_design nbit_updowncoun

set clk_period 2.1
set clk_io_pct 0.2

create_clock -name clk0 -period $clk_period [get_ports {clk}]

set non_clock_inputs [all_inputs -no_clocks]
set_input_delay [expr $clk_period * $clk_io_pct] -clock clk0 $non_clock_inputs
set_output_delay [expr $clk_period * $clk_io_pct] -clock clk0 [all_outputs]
### flow/design.v
module nbit_updowncoun(
					output reg [N-1:0]q,
					input clk,reset,updown);
parameter N=4;
always@(posedge clk)
begin
	if(reset)
		q<=0;
	else
	begin
		if(!updown)
			q<=q+1;
		else
			q<=q-1;
	end
end
endmodule
### flow/run.sh
#!/bin/bash
# OpenROAD 26Q1-2900-gdf79404cd8, Yosys 0.63+post, stock flow scripts
make -C /OpenROAD-flow-scripts/flow DESIGN_CONFIG=/design/flow/config.mk WORK_HOME=/design/flow/orfs finish
==> impl_metrics.env <==
# flow metrics
export IMPL_io_pins=7
export IMPL_cap_violations=0
export IMPL_cts_buffer_depth=2
export IMPL_core_area_um2=3420
export IMPL_critPathLaunchType="input port"
export IMPL_antennaDiodeCount=0
export IMPL_cts_tree="yes"
export IMPL_postSynth_asyncResetShare=0
export IMPL_avgSynthCellArea_um2=9.82
export IMPL_syn_to_final_growth_pct=71.3
export IMPL_synthesis_area_um2=196
export IMPL_post_route_min_period_ps=1540
export IMPL_synth_flops=4
export IMPL_die_h_um=80
export IMPL_yosys_area_um2=196
export IMPL_drv_slew=0
export IMPL_setup_violations_final=0
export IMPL_fmax_ghz=0.651
export IMPL_viasPerCell=2.23
export IMPL_drtAntennaViolNets=0
export IMPL_ys_cells=20
export IMPL_p_seq_frac=0.363
export IMPL_slew_headroom=0.885
export IMPL_r2r_end="q[2]"
export IMPL_postCtsResizedCells=0
export IMPL_tool_warnings=25
export IMPL_p_int_w=0.000206
export IMPL_synthAoiAreaFrac=0.108
export IMPL_setup_tns_final_ps=0
export IMPL_end_kind="flop"
export IMPL_edf_count=0
export IMPL_grt_pass1_wl_um=703
export IMPL_combPwrFrac=0.307
export IMPL_drc=0
export IMPL_reg2reg_setup_slack_ps=930
export IMPL_path_cells="clkdlybuf4s50_1, ha_1, a21oi_1, nand3_1, a21oi_2"
export IMPL_rr_startpoint="q[0]"
export IMPL_reg_top3="q: 4 flops"
export IMPL_vias=167
export IMPL_gp_routability_congestion=0.718
export IMPL_yosysWarnings=1
export IMPL_cts_sinks=4
export IMPL_holdPathEnd="q[0]"
export IMPL_clockRootBuffer="clkbuf_4"
export IMPL_netlist_top_cells_count="4 x dfxtp_1, 3 x inv_1, 3 x nor2_1"
export IMPL_switchingPower_w=0.0000714
export IMPL_synth_top_cell_by_count="dfxtp_1"
export IMPL_antenna_found_initial=0
export IMPL_rows=21
export IMPL_synth_cell_types=10
export IMPL_hp_start="q[0]"
export IMPL_use_met1=0.00800
export IMPL_grt_pass1_vias=172
export IMPL_max_stage_delay_ps=540
export IMPL_avgRoutedWirePerCell_um=6.61
export IMPL_cts_setup_buffers=0
export IMPL_mux_area_frac=0
export IMPL_dp_hpwl_um=427
export IMPL_hold_viol_final=0
export IMPL_fin_util=0.0985
export IMPL_top_area_frac=0.408
export IMPL_use_met2=0.0321
export IMPL_grt_setup_unrepaired="no"
export IMPL_whs_path_depth=1
export IMPL_globalRoute_busiestLayer="met2"
export IMPL_htreeDepth=1
export IMPL_period_used=0.731
export IMPL_ys_top_logic_family="adder cells"
export IMPL_cts_hold_buf=0
export IMPL_cp_data_required_time_ps=2260
export IMPL_drt_initial_drc_count=3
export IMPL_cts_clk_slew_worst_paths_ps=30
export IMPL_met3_usage=0.00909
export IMPL_grt_overflow=0
export IMPL_hp_class="flop to flop"
export IMPL_worst_slew_pin_slew_ps=172
export IMPL_ys_sh_adder=0.229
export IMPL_sw_frac_of_total=0.258
export IMPL_p_total_w=0.000277
export IMPL_power_density_nw_per_um2=823
export IMPL_largest_area_cell="dfxtp_1"
export IMPL_cpMaxStageDelayCell="clkdlybuf4s50_1"
export IMPL_die_w_um=80
export IMPL_first_pass_iters=4
export IMPL_vdd_ir_drop_max_mv=0.107
export IMPL_floorplan_core_util=0.0575
export IMPL_xor_area_frac=0.0892
export IMPL_synthCells=20
export IMPL_worst_setup_path_type="input port to flop"
export IMPL_r2r_cells=4
export IMPL_topCellsByArea="dfxtp_1 41%, ha_1 13%, fa_1 10%"
export IMPL_final_layout_size_suffix_gt1_frac=0.138
export IMPL_synth_main_ff_cell="dfxtp_1"
export IMPL_clock_skew_ps=0.543
export IMPL_p_clk_frac=0.329
export IMPL_largest_reg_flops=4
export IMPL_grt_util_all_layers=0.0148
export IMPL_chipArea_um2=6400
export IMPL_regMostFlops="q"
export IMPL_status="finished, final reports clean"
export IMPL_cts_buffers=3
export IMPL_finalWirelength_um=496
export IMPL_ys_seq_frac=0.408
export IMPL_insertion_delay_ps=230
export IMPL_grt_max_degree=5
export IMPL_p_leak_nw=0.129
export IMPL_path_max_fanout=4
export IMPL_simple_gate_area_frac=0.108
export IMPL_arrival_ps=1700
export IMPL_io_buffers=6
[kinds of logic (layout without fill, tap and decap cells)]
group | Yosys count | after routing
fa+ha+maj | 3 | 3
flops | 4 | 4
buf+inv | 3 | 12
simple gates | 5 | 5
xor+xnor | 2 | 2
compound gates | 3 | 3
[cell type report]
cell class,instances,area (um2)
multi-input combinational,13,105
timing repair buffer,6,60.1
sequential,4,80.1
tap,46,57.6
inverter,3,11.3
clock buffer,3,22.5
fill,405,3080
[through the flow]
stage	hold WS, ps	setup WS, ps	area, um2	std cells
detailed placement	452	325	314	72
global placement	449	351	314	72
global route	475	509	337	75
floorplan	409	927	196	20
finish	453	564	337	75
CTS	459	558	337	75
[layer usage]
| metal | wire (um) | up-vias |
|---|---|---|
| met3 | 36 | 0 |
| met5 | 0 | - |
| met4 | 0 | 0 |
| li1 | - | 83 |
| met1 | 133 | 79 |
| met2 | 326 | 5 |
[power groups by stage]
stage / clock network [W] / registers [W] / logic (W)
after CTS: 0.0000969 / 0.000101 / 0.0000883
after global routing: 0.000102 / 0.000102 / 0.0000946
final: 0.0000912 / 0.000101 / 0.0000851
[cell usage in the layout (no fill, tap or decap), drive strengths merged]
| cell type | netlist | layout |
|---|---|---|
| a21oi | 2 | 2 |
| nand3 | 2 | 2 |
| nor2 | 3 | 3 |
| dfxtp | 4 | 4 |
| fa | 1 | 1 |
| inv | 3 | 3 |
| clkdlybuf4s50 | 0 | 6 |
| a21o | 1 | 1 |
| xor2 | 2 | 2 |
| clkbuf | 0 | 3 |
| ha | 2 | 2 |
[how the worst max path moves through the flow]
stage / to / from / cells after the start / slack (ps)
final: q[3] / updown / 5 / 560
after global routing: q[3] / updown / 5 / 510
after CTS: q[3] / updown / 5 / 560
[critical path: cells and delay by family]
family                   cells  cell delay [ps]
AND/OR/NAND/NOR              1              130
AND-OR/OR-AND                2              320
adder cells (fa/ha/maj)      1              290
buffers and inverters        1              540
